===== /design/flow/design.v =====
module maq_est(entra, sai, clk, rst);
    input wire clk;
    input wire rst;
    input wire [7:0]entra;
    output reg [3:0]sai;
    reg [3:0]state;
    parameter st0 = 4'b0000, st1 = 4'b0001, st2 = 4'b0010, st3 = 4'b0011, st4 = 4'b0100, st5 = 4'b0101,
    st6 = 4'b1000, st7 = 4'b1001, st8 = 4'b1010;
    parameter c1 = 8'b10010000,
              c2 = 8'b10100100,
              c3 = 8'b10000010,
              c4 = 8'b11000111,
              c5 = 8'b10111010,
              c6 = 8'b10011110,  
              c7 = 8'b10101001,  
              c8 = 8'b10001101;  
    initial begin
        state <= st0;
    end
    always @ (posedge clk) begin
        if(rst == 1'b1) begin
             state <= st0;
        end
        else begin
            case (state)
                st0: begin
                    case(entra)
                        c1: begin
                            state <= st1; 
                            sai <= 4'b0001;
                        end
                        c2: begin
                            state <= st2; 
                            sai <= 4'b0010;
                        end
                        c3: begin
                            state <= st3; 
                            sai <= 4'b0011;
                        end
                        c4: begin
                            state <= st4; 
                            sai <= 4'b0100;
                        end
                        c5: begin
                            state <= st5; 
                            sai <= 4'b0101;
                        end
                    endcase
                end
                st1: begin
                    case(entra)
                        c1: begin
                            state <= st1;
                            sai <= 4'b0001;
                        end
                        c2: begin
                            state <= st2; 
                            sai <= 4'b0010; 
                        end
                        c6: begin
                            state <= st7; 
                            sai <= 4'b1001;  
                        end
                        default: begin
                            state <= st6; 
                            sai <= 4'b1000;
                        end
                    endcase
                end
                st2: begin
                    case(entra)
                        c1: begin
                            state <= st1; 
                            sai <= 4'b0001;
                        end
                        c2: begin
                            state <= st2; 
                            sai <= 4'b0010;
                        end
                        c3: begin
                           state <= st3; 
                           sai <= 4'b0011;
                        end 
                        c6: begin
                            state <= st7; 
                            sai <= 4'b1001;  
                        end
                        default: begin
                            state <= st6; 
                            sai <= 4'b1000;
                        end
                    endcase
                end
                st3: begin
                    case(entra)
                        c2: begin
                            state <= st2; 
                            sai <= 4'b0010;
                        end
                        c3: begin
                            state <= st3; 
                            sai <= 4'b0011;
                        end 
                        c4: begin
                            state <= st4; 
                            sai <= 4'b0100;
                        end
                        c6: begin
                           state <= st7; 
                           sai <= 4'b1001;  
                        end
                        default: begin
                            state <= st6; 
                            sai <= 4'b1000;
                        end
                    endcase
                end
                st4: begin
                    case(entra)
                        c3: begin
                            state <= st3; 
                            sai <= 4'b0011;
                        end 
                        c4: begin
                            state <= st4; 
                            sai <= 4'b0100;
                        end
                        c5: begin
                            state <= st5; 
                            sai <= 4'b0101;
                        end
                        c8: begin
                            state <= st8; 
                            sai <= 4'b1010;  
                        end
                        default: begin
                          state <= st6; 
                          sai <= 4'b1000;
                        end
                    endcase
                end
                st5: begin
                    case(entra) 
                        c4: begin
                            state <= st4; 
                            sai <= 4'b0100;
                        end
                        c5: begin
                            state <= st5; 
                            sai <= 4'b0101;
                        end
                        c8: begin
                            state <= st8; 
                            sai <= 4'b1010;  
                        end
                        default: begin
                            state <= st6; sai <= 4'b1000;
                        end
                    endcase
                end
            endcase
        end
    end
endmodule

===== /design/flow/config.mk =====
export PLATFORM = sky130hd
export DESIGN_NAME = maq_est
export DESIGN_NICKNAME = maq_est
export VERILOG_FILES = /design/flow/design.v
export SDC_FILE = /design/flow/constraint.sdc
export NUM_CORES = 4
export LEC_CHECK = 1
export CORE_AREA = 10 10 87 87
export DIE_AREA = 0 0 97 97

===== /design/flow/constraint.sdc =====
current_design maq_est

set clk_period 2.7
set clk_io_pct 0.2

create_clock -name clk0 -period $clk_period [get_ports {clk}]

set non_clock_inputs [all_inputs -no_clocks]
set_input_delay [expr $clk_period * $clk_io_pct] -clock clk0 $non_clock_inputs
set_output_delay [expr $clk_period * $clk_io_pct] -clock clk0 [all_outputs]

===== /design/flow/run.sh =====
#!/bin/bash
# OpenROAD 26Q1-2900-gdf79404cd8, Yosys 0.63+post, stock flow scripts
make -C /OpenROAD-flow-scripts/flow DESIGN_CONFIG=/design/flow/config.mk WORK_HOME=/design/flow/orfs finish

==> summary.txt <==
The flow run is done. STA classifies the critical path startpoint as an input port. Proportion of netlist area held by the largest area contributor landed at 0.147. Placeable core area landed at approximately 0.0056 sq mm. The synthesized design contains 8 register bits. Post-synthesis instance total landed at between 100 and 150. For the finished layout, the period the worst path requires is approximately 2400 ps.

TritonCTS built the clock tree. The run finished with clean final reports. The post-CTS hold buffer count recorded in the log is 0.

Number of DRC violations after detailed routing landed at 0. The congestion estimate from routability-driven global placement came to roughly 0.81. By startpoint and endpoint, the worst setup path is classified as in -> reg. Violation count after the first detailed-routing iteration landed at 18.

Final setup violation count landed at 0. Die extent in y landed at ~97 microns. Final total negative setup slack landed at 0 ps. Warnings reported by Yosys during synthesis add up to 1.

Unique cell type count in the Yosys netlist landed at between 40 and 50. For the worst setup path, the data arrival time is roughly 2400 ps. Half-perimeter wire length after placement landed at 1650 microns. The first global-routing pass estimated between 3000 and 4000 microns of wire. STA lists the maximum fanout along the critical path as 4. Post-detailed-route count of antenna-violating nets landed at 0. Number of port buffers landed at 13. The number of antenna violations at the first check in global routing is 0. edfxtp_1 takes more of the synthesized area than any other cell. The number of maximum-capacitance violations recorded for the run is 0. The script logs the mean routed wire length per placed instance as between 10 and 15 microns. Clock-pin slew on the worst setup and hold paths landed at roughly 40 ps. Share of the core filled with cells landed at 0.202. Aggregate routed wire length landed at about 2100 microns. For this design the static power due to leakage is roughly 0.39 nW. On the final layout, the worst hold slack is about 630 ps.

Setup repair after global routing left no endpoint under its margin. Final period utilization landed at 0.903. Total grt overflow landed at 0. Of the synthesized area, sequential elements account for 0.245. Level count of the clock H-tree landed at 1. Row generation in the floorplan step produced 27 rows.

Entering global routing, the biggest net connects 16 pins. According to the timing report, the critical path is launched from entra[7]. Horizontal die dimension landed at ~97 microns. Average size of a mapped cell landed at around 8 sq um. Area added between synthesis and finish landed at 39.6%. Number of max-slew violations in the final report landed at 0. After detailed routing, the met3 layer carries ~78 microns of wire. For the final database, setup skew stands at 0.170 ps. Transition time at the pin with the least slew margin landed at between 500 and 600 ps. In the post-synthesis netlist, the biggest area contributors are edfxtp_1, dfxtp_1, nor2_1. For this configuration, the core starts out at a cell density of 0.145. Count of endpoints failing hold in the final timing report landed at 0. The flow reported a cell area power density of 427 mW/mm^2. Of all flip-flops after synthesis, the portion carrying an async set or reset was 0.

Total global-route track usage landed at 0.0447. In this run the critical register-to-register path is launched from state[1]. Maximum root-to-sink buffer count landed at 2. Setup slack of the worst register-to-register path landed at ~800 ps. Using the TritonRoute via totals, the vias-per-cell ratio works out to approximately 4.4. Of the cells placed in the final design, the portion with a size suffix greater than 1 is 0.211. Number of top-level pins landed at 14. Area reported by Yosys stat landed at between 800 and 900 sq um. Number of clock buffers inserted by TritonCTS landed at 3. The number of gates resized after CTS was 0. Mapped cell area landed at about 820 sq um. Number of global-route vias before repair landed at between 800 and 900.

The worst setup path is captured at a flop. Total clock sinks landed at 8. The routed design uses a little under 1000 microns of met2 wire.

Post-CTS setup-driven buffer insertion count landed at 0. According to the hold report, the worst path is of the reg -> reg type. Required time at the endpoint of the critical path landed at around 2600 ps. Post-synth the commonest register cell is edfxtp_1.

The cell sitting at the root of the clock tree is a clkbuf_8. The synthesized design contains 4 enable-type register cells. The first detailed-routing pass took 5 iterations. Top achievable clock speed landed at approximately 410 MHz. The highest supply drop recorded on VDD is approximately 0.17 mV. Number of vias after detailed routing landed at between 800 and 900.

Final antenna diode count landed at 0. Leaving out fill and tap cells, the most frequent cells in the layout are nor2_1, clkdlybuf4s50_1, buf_4, nand3_1, nand2_1. For the worst min-delay path, the startpoint reported by OpenROAD is state[2]. According to the floorplan report, the total die area is between 0.009 and 0.01 sq mm. Routed metal-1 wirelength landed at around 990 microns.

Per the skew report, the later register of the worst-skew pair sees a clock latency of around 230 ps. Number of warning messages in the logs landed at 25. The number of cells reported by Yosys stat comes to slightly above 100. Remaining max-slew budget at the tightest pin landed at 0.639. Signal routing reaches up to met4.
metal layers:
layer / GRT usage / vias up
li1: - / 432
met5: 0 / -
met4: 0.0135 / 0
met1: 0.0581 / 399
met3: 0.00788 / 4
met2: 0.0731 / 18
final cells by class:
type                       count  area [sq um]
inverter                       1          3.75
fill                         599          4500
clock buffer                   4          45.0
tap                           72          90.1
timing repair buffer          25           233
multi-input combinational     85           567
sequential                     8           200
synth_stat cells (all sizes together), types with 3 or more instances:
cell type and n:
nor2 13, nand3 8, buf 7, nand2 7, a21oi 6, o21ai 6
or3 5, dfxtp 4, edfxtp 4, a31oi 3, and3 3, nor3 3
or3b 3
metrics by stage:
stage / instance area (sq um) / instances / power [W] / setup slack (ps)
2_1_floorplan: 816 / 103 / 0.000272 / 602
3_3_place_gp: 1090 / 191 / 0.000339 / 37.5
3_5_place_dp: 1090 / 191 / 0.000340 / 29.0
4_1_cts: 1140 / 195 / 0.000490 / 259
5_1_grt: 1140 / 195 / 0.000523 / 51.2
6_report: 1140 / 195 / 0.000486 / 261
worst max-delay path, stage by stage:
cell and delay, ps:
clkdlybuf4s50_1 490, or3b_4 420, a211oi_1 280, nor2_1 70, a21boi_1 260, inv_1 90
nor2_1 90, buf_4 140
flip-flops by register name (all words and copies together), names as in the netlist:
name and cells:
sai 4, state 4
where the power goes:
part,total [W],internal [W],switching (W),leakage (nW)
Combinational,0.000164,0.0000862,0.0000776,0.304
Sequential,0.000175,0.000148,0.0000268,0.0681
Clock,0.000147,0.000102,0.0000453,0.0228
Total,0.000486,0.000336,0.000150,0.395
path summary, 6_finish.rpt:
| check | cells past startpoint | endpoint |
|---|---|---|
| hold / removal | 2 | state[2] |
| setup reg to reg | 6 | state[0] |
| setup / recovery | 8 | sai[0] |
| hold reg to reg | 2 | state[2] |
kinds of logic after synthesis:
group	after synthesis	synth area share
AND/OR/NAND/NOR	59	0.466
AND-OR/OR-AND	26	0.229
buffers and inverters	10	0.0598
flip-flops	8	0.245
No activity file was given, so power comes from the tool's default toggle rates.
